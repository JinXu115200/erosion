===== flow/run.sh =====
#!/bin/bash
# OpenROAD 26Q1-2900-gdf79404cd8, Yosys 0.63+post, stock flow scripts
make -C /OpenROAD-flow-scripts/flow DESIGN_CONFIG=/design/flow/config.mk WORK_HOME=/design/flow/orfs finish

===== flow/config.mk =====
export PLATFORM = sky130hd
export DESIGN_NAME = rgb2ycbcr
export DESIGN_NICKNAME = rgb2ycbcr
export VERILOG_FILES = /design/flow/design.v
export SDC_FILE = /design/flow/constraint.sdc
export NUM_CORES = 4
export LEC_CHECK = 1
export CORE_UTILIZATION = 50

===== flow/constraint.sdc =====
current_design rgb2ycbcr

set clk_period 3.3
set clk_io_pct 0.2

create_clock -name clk0 -period $clk_period [get_ports {sys_clk}]

set non_clock_inputs [all_inputs -no_clocks]
set_input_delay [expr $clk_period * $clk_io_pct] -clock clk0 $non_clock_inputs
set_output_delay [expr $clk_period * $clk_io_pct] -clock clk0 [all_outputs]

===== flow/design.v =====
module rgb2ycbcr (
    input   wire                sys_clk             ,    
    input   wire                sys_rst_n           ,    
    input   wire                per_frame_href      ,    
    input   wire                per_frame_vsync     ,    
    input   wire    [23:0]      pix_data_in         ,    
    input   wire                per_frame_clken     ,   
    output  wire    [23:0]      gray_data           ,    
    output  wire                post_frame_clken    ,   
    output  wire                post_frame_vsync    ,    
    output  wire                post_frame_href         
);
wire [7:0]  R_0  ;
wire [7:0]  G_0  ;
wire [7:0]  B_0  ;
reg  [15:0] R_1  ;    
reg  [15:0] G_1  ;    
reg  [15:0] B_1  ;    
reg  [15:0] R_2  ;    
reg  [15:0] G_2  ;    
reg  [15:0] B_2  ;    
reg  [15:0] R_3  ;    
reg  [15:0] G_3  ;    
reg  [15:0] B_3  ;    
reg  [16:0] Y_1  ;
reg  [16:0] Cb_1 ;
reg  [16:0] Cr_1 ;  
reg  [7:0] Y_2  ;
reg  [7:0] Cb_2 ;
reg  [7:0] Cr_2 ; 
assign R_0 = pix_data_in [23:16]    ;
assign G_0 = pix_data_in [15:8]     ;
assign B_0 = pix_data_in [7:0]      ;
always@(posedge sys_clk or negedge sys_rst_n)
    begin
        if (sys_rst_n == 1'b0)
            begin
               {R_1, G_1, B_1} <= {16'd0, 16'd0, 16'd0};
               {R_2, G_2, B_2} <= {16'd0, 16'd0, 16'd0};
               {R_3, G_3, B_3} <= {16'd0, 16'd0, 16'd0};
            end
        else 
            begin
                {R_1, G_1, B_1} <= { {R_0 * 16'd77} , {G_0 * 16'd150} , {B_0 * 16'd29} }; 
                {R_2, G_2, B_2} <= { {R_0 * 16'd43} , {G_0 * 16'd85} ,  {B_0 * 16'd128} };
                {R_3, G_3, B_3} <= { {R_0 * 16'd128}, {G_0 * 16'd107} , {B_0 * 16'd21} };
            end
    end
always@(posedge sys_clk or negedge sys_rst_n)
    begin
        if (sys_rst_n == 1'b0)
            begin
                Y_1  <= 16'd0;  
                Cb_1 <= 16'd0;  
                Cr_1 <= 16'd0;  
            end
        else
            begin
                Y_1  <= R_1 + G_1 + B_1;
                Cb_1 <= B_2 - R_2 - G_2 + 16'd32768;
                Cr_1 <= R_3 - G_3 - B_3 + 16'd32768;
            end
    end
always@(posedge sys_clk or negedge sys_rst_n)
    begin
        if (sys_rst_n == 1'b0)
            begin
                Y_2  <= 16'd0;  
                Cb_2 <= 16'd0;  
                Cr_2 <= 16'd0;  
            end
        else
            begin
                Y_2  <= Y_1  >> 8;
                Cb_2 <= Cb_1 >> 8;
                Cr_2 <= Cr_1 >> 8;
            end
    end
reg	[2:0]	per_frame_vsync_r;
reg	[2:0]	per_frame_href_r;	
reg	[2:0]	per_frame_clken_r;
always@(posedge sys_clk or negedge sys_rst_n)
begin
	if(sys_rst_n == 1'b0)
		begin
		per_frame_vsync_r <= 0;
		per_frame_href_r <= 0;
		per_frame_clken_r <= 0;
		end
	else
		begin
		per_frame_vsync_r 	<= 	{per_frame_vsync_r[1:0], 	per_frame_vsync};
		per_frame_href_r 	<= 	{per_frame_href_r[1:0], 	per_frame_href};
		per_frame_clken_r 	<= 	{per_frame_clken_r[1:0], 	per_frame_clken};
		end
end
assign	post_frame_vsync 	= 	per_frame_vsync_r[2];
assign	post_frame_href 	= 	per_frame_href_r[2];
assign	post_frame_clken 	= 	per_frame_clken_r[2];
assign  gray_data = (post_frame_href == 1'b1) ? {Y_2 [7:0], Y_2 [7:0], Y_2 [7:0]} : 24'd0;
endmodule

==> flow_summary.json <==
{
  "finalCritPeriodShare_pct": 103.9,
  "drive_gt1_share_pct": 27.32,
  "finalSetupViolations": 1,
  "dp_cells": 727,
  "violations": "setup timing",
  "switching_share_pct": 38.28,
  "dr.first_iter.drc_count": 106,
  "cp-start-kind": "primary input",
  "fp-row-count": 37,
  "syn_to_final_growth_pct": 33.86,
  "initCoreUtil_pct": 51.92,
  "seq_power_share_pct": 23.8,
  "r2r_cells": 8,
  "lay_top_cells": "ha_1, buf_4, dfrtp_1",
  "first_pass_iters": 6,
  "vdd_drop_max_mv": 0.3573,
  "vias": 3646,
  "dieHeight_um": 105.8,
  "diodes": 0,
  "period_minus_slack_ns": 3.428,
  "cts_made_buffers": 9,
  "outcome": "finished, violations left",
  "synth.avg_cell_area_sq_um": 11.36,
  "worstPathArrival_ns": 3.66,
  "layout.cells.most_common": "ha_1",
  "fin_area_sq_mm": 0.007207,
  "antenna_found_initial": 0,
  "pin_count": 56,
  "r2r-end": "Y_1[14]",
  "ys_cells": 474,
  "grt_usage_pct": 19.48,
  "hold_class": "primary input to async pin",
  "power.leakage_nw": 3.594,
  "synth_chip_area_sq_mm": 0.005384,
  "grt_pass1_wl_um": 16790,
  "dp_hpwl_um": 7487,
  "intPower_mw": 3.399,
  "rsz0062_at_grt": "true",
  "drc": 0,
  "max_freq_mhz": 291.7,
  "clock_latency_ns": 0.35,
  "cts_tree": "built",
  "wire_per_inst_um": 12.37,
  "overflow": 0,
  "dpl_cell_area_sq_mm": 0.006623,
  "cp_max_fo": 2,
  "viasPerCell": 4.855,
  "clock_skew_ns": 0.008148,
  "worstPathRequired_ns": 3.54,
  "syn-instance-count": 474,
  "syn_area_sq_mm": 0.005384,
  "gp_congestion": 0.8371,
  "drv_slew": 0,
  "ant_nets": 0,
  "power_switching_mw": 2.108,
  "r2r_setup_slack_ns": 0.64,
  "power_density_mw_per_mm2": 764.1,
  "grt_pass1_vias": 3824,
  "die-width_um": 105.8,
  "worst_slack_ns": -0.1278,
  "pwr-share-clk_pct": 12.7,
  "fin_util_pct": 69.50,
  "stdcell_count": 751,
  "hold_viol_final": 0,
  "cts_sinks": 68,
  "grt_start_max_net_pins": 29,
  "combPwrFrac_pct": 63.5,
  "ctsLongestPathBuffers": 2,
  "tightest_slew_ns": 0.6348,
  "io_buffers": 55,
  "pre_cts_ws_ns": -0.9590,
  "drv_cap": 0,
  "path_class": "primary input to flop",
  "die-area_sq_mm": 0.01119,
  "synth_cell_types": 41,
  "yosysSeqAreaShare_pct": 31.61,
  "cts_max_level": 3,
  "ys_ff": 68,
  "cts_root_buf": "clkbuf_8",
  "path_clk_slew_ns": 0.08,
  "routed_wl_um": 9292,
  "relSlewSlack_pct": 57.68,
  "placeableCoreArea_sq_mm": 0.01037,
  "crit-reg2reg-launch": "R_1[8]",
  "yosys_warnings": 1,
  "warning_count": 31,
  "end_kind": "flop"
}
==> how the worst max path moves through the flow <==
| stage | startpoint | end | slack [ns] | cells past startpoint |
|---|---|---|---|---|
| CTS | pix_data_in[1] | B_1[12] | -0.31 | 11 |
| global route | pix_data_in[5] | B_1[12] | -0.24 | 12 |
| finish | pix_data_in[2] | B_1[12] | -0.13 | 12 |
==> cell usage after synthesis (all sizes together) <==
master   number  area share (%)
nand2b        3            0.35
and4          1            0.16
a31oi         2            0.23
a211oi        4            0.56
nor2         14            0.98
or4           1            0.21
a221oi        1            0.16
xor2          9             1.6
ha          113              26
nor3          9            0.84
dfrtp        68              32
nand2         9            0.63
inv          67             4.7
xnor2        24             3.9
o211ai        1            0.14
fa           38              14
o31ai         2            0.28
a21oi        22             2.0
and3          2            0.23
buf          16             2.2
o211a         1            0.19
o21bai        3            0.42
a2111o        1            0.21
o21a          3            0.42
nand4         2            0.23
nor4          3            0.35
o21ai        14             1.4
nand3         6            0.56
and2          8            0.93
o31a          2            0.33
a31o          3            0.49
a21o         10             1.4
a2111oi       1            0.51
mux2i         1            0.19
nor2b         6            0.70
or2           2            0.23
a21boi        2            0.28
==> power groups by stage <==
stage	registers, mW	clock network (mW)	logic [mW]
after CTS	1.32	0.723	3.39
after global routing	1.35	0.763	4.01
final	1.31	0.699	3.50
==> layer usage <==
layer	GRT usage, %	vias up	wire length [um]
li1	-	1867	-
met1	30.47	1705	4563
met2	31.42	63	4264
met3	2.524	11	310
met4	2.282	0	154
met5	0	-	0
==> final cells by class <==
class | instances | area, sq um
multi-input cells | 323 | 3679
fillers | 718 | 3163
flip-flops and latches | 68 | 1702
repair buffers | 141 | 1189
inverters | 67 | 259.0
well taps | 136 | 170.2
clock buffers | 10 | 137.6
clock inverters | 6 | 71.32
==> repair_timing <==
item | in CTS | in global routing
gates resized | 68 | 44
pin swaps | 34 | 37
setup buffers | 6 | 2
endpoints found under the setup margin | 15 | 14
hold buffers | 0 | 0
==> stage by stage <==
step | TNS [ns] | power, mW | hold WS (ns)
3_3_place_gp | -10.11 | 4.521 | 0.3343
3_5_place_dp | -10.27 | 4.550 | 0.3347
6_report | -0.1278 | 5.507 | 0.2410
5_1_grt | -0.3021 | 6.123 | 0.2637
2_1_floorplan | -0.3989 | 3.640 | 0.3312
4_1_cts | -0.3057 | 5.433 | 0.2478
==> worst max-delay path: stages <==
cell	delay (ns)
buf_8	0.08
inv_4	0.03
fa_1	0.54
inv_2	0.05
ha_4	0.21
fa_1	0.58
ha_4	0.21
nor2b_4	0.12
o31a_1	0.25
or4_4	0.42
a2111o_1	0.38
o211a_1	0.14
==> cell families (layout without fill, tap and decap cells) <==
| kind of cell | Yosys count | count (layout) | synth area share (%) |
|---|---|---|---|
| adder cells (fa/ha/maj) | 151 | 151 | 40.39 |
| multiplexers | 1 | 1 | 0.1859 |
| flip-flops | 68 | 68 | 31.61 |
| XOR/XNOR | 33 | 33 | 5.508 |
| AND-OR/OR-AND | 72 | 72 | 9.017 |
| AND/OR/NAND/NOR | 66 | 66 | 6.391 |
| buffers and inverters | 83 | 224 | 6.902 |
==> sequential cells by signal (all words and copies together) (netlist names) <==
signal             count
G_1                   15
per_frame_vsync_r      3
Y_2                    8
Y_1                    8
per_frame_clken_r      3
B_1                   13
per_frame_href_r       3
R_1                   15
Power is estimated from default activity; no workload was simulated.
