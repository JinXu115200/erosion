--- /design/flow/run.sh ---
#!/bin/bash
# OpenROAD 26Q1-2900-gdf79404cd8, Yosys 0.63+post, stock flow scripts
make -C /OpenROAD-flow-scripts/flow DESIGN_CONFIG=/design/flow/config.mk WORK_HOME=/design/flow/orfs finish
--- /design/flow/config.mk ---
export PLATFORM = sky130hd
export DESIGN_NAME = frame_difference
export DESIGN_NICKNAME = frame_difference
export VERILOG_FILES = /design/flow/design.v
export SDC_FILE = /design/flow/constraint.sdc
export NUM_CORES = 4
export LEC_CHECK = 1
export CORE_AREA = 10 10 88 88
export DIE_AREA = 0 0 98 98
--- /design/flow/constraint.sdc ---
current_design frame_difference

set clk_period 5.7
set clk_io_pct 0.2

create_clock -name clk0 -period $clk_period [get_ports {sys_clk}]

set non_clock_inputs [all_inputs -no_clocks]
set_input_delay [expr $clk_period * $clk_io_pct] -clock clk0 $non_clock_inputs
set_output_delay [expr $clk_period * $clk_io_pct] -clock clk0 [all_outputs]
--- /design/flow/design.v ---
module frame_difference 
(
    input   wire            sys_clk             ,
    input   wire            sys_rst_n           ,
    input   wire            per_frame_vsync     ,
    input   wire            per_frame_href      ,
    input   wire            per_frame_clken     ,
    input   wire  [7:0]     per_img_Y           ,
    input   wire  [7:0]     YCbCr_img_Y_pre     ,
    output  wire            post_frame_vsync    ,
    output  wire            post_frame_href     ,
    output  wire            post_frame_clken    ,
    output  wire            post_img_Bit        ,
    input   wire [7:0]      Diff_Threshold
);
wire        YCbCr_img_Y_pre_valid;
reg [7:0]   per_img_Y_delay;
reg         post_img_Bit_r;
reg [1:0]   per_frame_clken_r;
reg [1:0]   per_frame_href_r;
reg [1:0]   per_frame_vsync_r;
assign YCbCr_img_Y_pre_valid = per_frame_clken_r [0];
always@(posedge sys_clk or negedge sys_rst_n)
    begin
        if (sys_rst_n == 1'b0)
            per_img_Y_delay <= 8'd0;
        else
            per_img_Y_delay <= per_img_Y;
    end
always@(posedge sys_clk or negedge sys_rst_n)
    begin
        if (sys_rst_n == 1'b0)
            post_img_Bit_r <= 1'b0;
        else if (YCbCr_img_Y_pre_valid == 1'b1)
            begin
                if (per_img_Y_delay > YCbCr_img_Y_pre)
                    begin
                        if ((per_img_Y_delay - YCbCr_img_Y_pre) > Diff_Threshold)
                            post_img_Bit_r <= 1'b1;
                        else 
                            post_img_Bit_r <= 1'b0;
                    end
                else
                    begin
                        if ((YCbCr_img_Y_pre - per_img_Y_delay) > Diff_Threshold)
                            post_img_Bit_r <= 1'b1;
                        else 
                            post_img_Bit_r <= 1'b0;
                    end
            end
    end
always@(posedge sys_clk or negedge sys_rst_n)
    begin
        if (sys_rst_n == 1'b0)
            begin
                per_frame_clken_r  <= 2'b0;
                per_frame_href_r   <= 2'b0;
                per_frame_vsync_r  <= 2'b0;
            end 
        else
            begin
                per_frame_clken_r   <= {per_frame_clken_r [0], per_frame_clken };
                per_frame_href_r    <= {per_frame_href_r  [0], per_frame_href  };
                per_frame_vsync_r   <= {per_frame_vsync_r [0], per_frame_vsync };            
            end
    end
assign post_frame_vsync  = per_frame_vsync_r [1];
assign post_frame_href   = per_frame_href_r  [1];
assign post_frame_clken  = per_frame_clken_r [1];
assign post_img_Bit = (post_frame_href == 1'b1) ? post_img_Bit_r : 1'b0;
endmodule
==> Slide: Implementation Results <==
Implementation Results

Logic synthesis
  • Gate Count Post-Synth: 162
  • YS warnings: 1
  • Cell variety after synth: 32
  • Count of library flops with an enable pin: 0
  • Register area share after synthesis: 25.7%
  • Main flop type: dfrtp_1
  • Top post-synthesis cells by area: dfrtp_1 26%, ha_1 26%, inv_1 7.2%
  • Yosys stat area: 1460 um^2
  • Synthesized cell area: 1460 um^2
  • Syn Area/Cell: 9.01 um^2
  • Yosys cell count: 162
  • Post-synth top area cell: dfrtp_1
  • Largest type area fraction: 25.7%
  • Synth flops: 15
  • FFs w/ async S/R, synth: 100%

Placed design
  • PortBufs: 32
  • Hpwl dp: 2.86 mm
  • Placed cell areas: 1850 um^2
  • Post-place setup slack: 1.70 ns
  • Routability cong.: 0.878

Run
  • Tool warnings: 32
  • Max-cap violations: 0

Routing
  • Starting DRT DRC Count: 84
  • Routed wire length: 3.31 mm
  • Via Count: 1157
  • Vias per cell: 4.29
  • Final ANT Viol Nets: 0
  • DRC Markers: 0
  • Ant diodes: 0
  • DRT Pass-1 Iters: 4
  • Avg WL per Cell: 12.3 um

Critical path
  • Crit path required time: 5.81 ns
  • Worst setup path startpoint: YCbCr_img_Y_pre[1]
  • Crit start category: input pin
  • Worst Path Class, Setup: in -> reg
  • Reg2Reg Depth: 14
  • Critical R2R Launch: per_img_Y_delay[0]$_DFF_PN0_
  • Worst path arrival time: 3.85 ns
  • CP endpoint kind: register
  • CP Max Fanout: 3

Worst hold path
  • Hold Startpoint: per_frame_vsync_r[0]$_DFF_PN0_
  • HP Class: reg -> reg
  • Hold Crit Depth: 0

Floorplan
  • Die area: 9600 um^2
  • IO Pins: 33
  • Core area: 5920 um^2
  • # rows: 28
  • Die W: 98 um
  • Die H: 98 um
  • FP Core Util: 24.7%

Clock tree
  • Skew-Pair Late Insertion Delay: 0.25 ns
  • Clock Sinks: 15
  • Hold Buf Count CTS: 0
  • CTS H-tree lvls: 1
  • Clock tree buffer depth: 2
  • Total CTS buffers: 3
  • Setup Buffers After CTS: 0
  • CTS tree: done
  • CTS Root Cell: clkbuf_8
  • Clock transition at the registers of the reported paths: 0.06 ns
  • Post-cts sizing count: 0

Timing
  • RSZ-0062 raised after global routing: false
  • Final Hold Viols: 0
  • Final worst slack: 1.96 ns
  • Setup Skew: 0.00302 ns
  • Final Max-Slew Violation Tally: 0
  • Setup TNS Final: 0 ns
  • Crit path time final: 3.74 ns
  • Max-slew headroom: 55.0%
  • Period Utilization, post-route: 65.6%
  • Worst Max-Slew Pin Slew: 0.672 ns
  • Final setup viols: 0
  • Fmax: 267 MHz

Global route
  • First-pass GRT wire length: 5.42 mm
  • GRT Util Overall: 6.73%
  • Vias in the first global route: 1190
  • Largest net degree at the start of global routing: 16
  • Gr ovfl total: 0
  • Initial antenna violation count: 0

Finish
  • Fillers: 595
  • Fraction of layout cells with a size suffix above 1: 5.13%
  • Design area: 1900 um^2
  • Area growth syn-to-layout: 29.8%
  • Area occupied by registers: 375 um^2
  • Gate Area: 956 um^2
  • Final Util: 32.0%

Power
  • Leak: 0.882 nW
  • Tot Pwr: 0.357 mW
  • Max VDD drop: 0.126 mV
  • Power per Cell Area: 189 nW/um^2

Outcome
  • Outcome: completed
-- where the power goes --
part / leakage [nW] / switching, mW / total, mW / internal (mW)
registers: 0.176 / 0.00470 / 0.119 / 0.114
clock network: 0.0228 / 0.0368 / 0.0862 / 0.0495
logic: 0.684 / 0.0761 / 0.153 / 0.0764
total: 0.882 / 0.118 / 0.357 / 0.240
-- metrics by stage --
| step | cells | hold slack [ns] |
|---|---|---|
| final | 270 | 0.347 |
| after floorplan | 162 | 0.331 |
| after detailed placement | 266 | 0.335 |
| after global placement | 266 | 0.333 |
| after global routing | 270 | 0.370 |
| after CTS | 270 | 0.350 |
-- kinds of logic after synthesis --
kind of cell,after synthesis,share of synthesized area [%]
compound gates,43,20.7
xor+xnor,8,4.80
fa+ha+maj,32,28.4
buf+inv,31,8.83
flops,15,25.7
simple gates,33,11.6
-- cell usage after synthesis (2+ instances only) --
library cell  instances
or3_1                 2
nand4_1               6
xor2_1                2
o211ai_1              4
nor2_1                7
a21o_1                2
a21oi_2               2
a21boi_1              2
nand2b_1              4
nand2_1               8
inv_1                28
o2111ai_1             2
a211oi_2              3
o21ai_2               2
fa_1                  2
ha_1                 30
xnor2_1               6
o21bai_1              3
dfrtp_1              15
o21ai_0               4
nor2b_1               4
a21oi_1              14
-- critical path, cell delays in order --
cell and delay, ns:
clkdlybuf4s50_1 0.54, inv_1 0.10, ha_1 0.32, nor2b_1 0.15, o21ai_2 0.16, a21boi_1 0.14, or3_1 0.36, o2111ai_1 0.13
ha_1 0.29, a21oi_1 0.14, o21ai_0 0.10, o211ai_1 0.18, o211ai_1 0.12
-- layout make-up --
type,count,share of cell area [%]
Inverter,28,5.54
Clock buffer,4,2.38
Multi-Input combinational cell,116,50.4
Sequential cell,15,19.8
Timing Repair Buffer,32,16.9
Tap cell,75,4.95
-- flip-flops by register name, summed over array words and instances, names as in the netlist --
name               count
per_frame_clken_r      2
per_img_Y_delay        8
post_img_Bit_r         1
per_frame_vsync_r      2
per_frame_href_r       2
-- layout by cell type (no fill, tap or decap) --
cell             netlist  final
a211oi_1               1      1
a211oi_2               3      3
a21boi_1               2      2
a21o_1                 2      2
a21oi_1               14     14
a21oi_2                2      2
and2_1                 1      1
clkbuf_1               0      1
clkbuf_8               0      3
clkdlybuf4s50_1        0     32
dfrtp_1               15     15
fa_1                   2      2
ha_1                  30     30
inv_1                 28     28
nand2_1                8      8
nand2b_1               4      4
nand4_1                6      6
nor2_1                 7      7
nor2b_1                4      4
nor4_1                 1      1
o2111ai_1              2      2
o211a_1                1      1
o211ai_1               4      4
o21a_1                 1      1
o21ai_0                4      4
o21ai_1                1      1
o21ai_2                2      2
o21bai_1               3      3
o221ai_1               1      1
or3_1                  2      2
xnor2_1                6      6
xor2_1                 2      2
-- routing by layer --
layer	vias to the layer above	GRT usage, %	share of wire [%]
met5	-	0	0
met4	0	1.12	1.3
met3	4	1.71	4.6
met2	30	10.2	42
met1	502	9.56	52
li1	621	-	-
-- path summary, 6_finish.rpt --
path,endpoint,slack (ns)
worst max-delay path,post_img_Bit_r$_DFFE_PN0P_,1.96
worst min-delay path,per_frame_vsync_r[1]$_DFF_PN0_,0.35
worst max register to register,post_img_Bit_r$_DFFE_PN0P_,3.07
worst min register to register,per_frame_vsync_r[1]$_DFF_PN0_,0.35
max in group asynchronous,post_img_Bit_r$_DFFE_PN0P_,3.97
min in group asynchronous,per_frame_vsync_r[0]$_DFF_PN0_,1.30
Power figures rest on the tool's default switching activity, not on a simulated workload.
